[flow/run.sh]
#!/bin/bash
# OpenROAD 26Q1-2900-gdf79404cd8, Yosys 0.63+post, stock flow scripts
make -C /OpenROAD-flow-scripts/flow DESIGN_CONFIG=/design/flow/config.mk WORK_HOME=/design/flow/orfs finish
[flow/config.mk]
export PLATFORM = sky130hd
export DESIGN_NAME = reg_file
export DESIGN_NICKNAME = reg_file
export VERILOG_FILES = /design/flow/design.v
export SDC_FILE = /design/flow/constraint.sdc
export NUM_CORES = 4
export LEC_CHECK = 1
export CORE_UTILIZATION = 40
[flow/constraint.sdc]
current_design reg_file

set clk_period 11.8
set clk_io_pct 0.2

create_clock -name clk0 -period $clk_period [get_ports {clk}]

set non_clock_inputs [all_inputs -no_clocks]
set_input_delay [expr $clk_period * $clk_io_pct] -clock clk0 $non_clock_inputs
set_output_delay [expr $clk_period * $clk_io_pct] -clock clk0 [all_outputs]
[flow/design.v]
module reg_file #(parameter DATA_WIDTH = 32) (
    input       clk,
    input       wr_en,
    input       [4:0] rd_addr1, rd_addr2, wr_addr,
    input       [DATA_WIDTH-1:0] wr_data,
    output      [DATA_WIDTH-1:0] rd_data1, rd_data2
);
reg [DATA_WIDTH-1:0] reg_file_arr [0:31];
integer i;
initial begin
    for (i = 0; i < 32; i = i + 1) begin
        reg_file_arr[i] = 0;
    end
end
always @(negedge clk) begin
    if (wr_en) reg_file_arr[wr_addr] <= wr_data;
end
assign rd_data1 = ( rd_addr1 != 0 ) ? reg_file_arr[rd_addr1] : 0;
assign rd_data2 = ( rd_addr2 != 0 ) ? reg_file_arr[rd_addr2] : 0;
endmodule
==> impl_metrics.toml <==
# implementation run metrics
[run_status]
outcome = "complete, no violations"

[route]
routed_wl_um = 151200
drtPass1Iterations = 5
drt-initial-drc-count = 1792
vias = 29620
avgRoutedWirePerCell_um = 29.73
vias_per_cell = 5.825
antenna_left = 0
drt_drc_violations_left = 0

[clock_network]
cts_buffers = 107
clock-root-buffer = "clkbuf_16"
cts_tree = "done"
cts_sinks = 1024
ctsHoldBuffers = 0
cts_max_path_buffers = 3
h-tree-depth = 3
clkTransAtPathRegs_ns = 0.04

[global_routing]
grt_max_degree = 104
grt_use_total_pct = 28.11
grt-ovfl-total = 0
antenna_found_initial = 5
grt_pass1_vias = 34860
grt_pass1_wl_um = 217000

[synth]
async_flop_share_pct = 0
synthFlopType = "edfxtp_1"
synth_top_cell_by_count = "edfxtp_1"
top_area_cell = "edfxtp_1"
ys_seq_share_pct = 65.31
avgSynthCellArea_um2 = 20.55
topCellsByArea = "edfxtp_1 65%, mux4_2 22%, mux2i_1 3.4%"
synth_area_um2 = 47080
netlist_instances = 2291
synth_flops = 1024
synthTopCellsByCount = "1024 x edfxtp_1, 465 x mux4_2, 160 x mux2i_1"
synth_cell_types = 40
ys_warn_count = 1
synth-edff-count = 1024
yosysCellCount = 2291
ys_chip_area_um2 = 47080
top_cell_area_share_pct = 65.31

[power_and_ir_drop]
peakVddDrop_v = 0.0001126
leakagePower_nw = 22.44
p_per_area_nw_per_um2 = 165.1

[final_timing]
rsz0062_at_grt = "no"
setup_violations = 0
tightest_slew_ns = 1.051
setup_tns_ns = 0
slew_headroom_pct = 29.72
slew_viol_final = 0
finalHoldViolations = 0
setup_ws_ns = 0.2288

[die]
coreArea_um2 = 116400
ios = 113
dieArea_um2 = 119100
dieHeight_um = 345.1
fp-utilization_pct = 40.46
rows = 125
dieWidth_um = 345.1

[place]
gp_congestion = 0.8878
dp.final_hpwl_um = 84720
pre_cts_slack_ns = 0.8194
port_buffers = 112

[setup_path]
crit_fanout = 2
cp.required_ns = 9.44
crit_arrival_ns = 9.21
critPathLaunchType = "register"
crit_type = "reg -> out"
worstSetupEndpointType = "output port"
cp-startpoint = "reg_file_arr[10][5]$_DFFE_NP_"

[final_layout]
fill_cells = 9054
largest_reg_flops = 1024
reg_top3 = "reg_file_arr x1024"
top_register = "reg_file_arr"
area_growth_pct = 23.60
drive_gt1_share_pct = 24.40

[hold_path]
min-delay-start = "rd_addr2[1]"
min_path_type = "in -> out"

[job]
cap_violations = 0
warning_count = 1030
==> per-layer routing <==
metal	share of wire (%)	global-route usage, %
met4	4.1	12.65
met1	30	28.30
met5	0.046	0.9204
met2	47	39.50
met3	19	25.75
==> cell families after synthesis <==
| logic type | count (synthesis) | synth area share, % |
|---|---|---|
| simple gates | 149 | 1.632 |
| mux | 658 | 26.44 |
| buf+inv | 196 | 2.256 |
| flops | 1024 | 65.31 |
| compound gates | 264 | 4.364 |
==> power breakdown <==
part | switching [mW] | leakage [nW] | internal, mW
Clock | 2.23 | 7.22 | 2.56
Combinational | 0.398 | 6.00 | 0.321
Sequential | 0.0184 | 9.22 | 4.08
==> worst max-delay path, cell delays in order, from the launching register on <==
cell,delay (ns)
edfxtp_1,0.39
mux4_2,0.47
a22o_1,0.28
a2111oi_0,0.75
nor3_1,0.17
clkdlybuf4s50_1,0.56
==> stage by stage <==
step / total power, mW / instance area (um2) / utilization [%] / cells / hold slack, ns
after detailed placement: 5.372 / 50700 / 43.58 / 3869 / 5.806
after floorplan: 5.047 / 47080 / - / 2291 / 4.916
after global placement: 5.359 / 50700 / 43.58 / 3869 / 5.781
final: 9.608 / 58190 / 50.01 / 5085 / 5.795
after CTS: 9.751 / 58180 / 50.00 / 5082 / 5.797
after global routing: 10.18 / 58180 / 50.00 / 5083 / 5.816
==> cells in the final DEF, fill, tap and decap left out, types with 7 or more instances in the layout <==
master           instances
a22oi_1                 16
bufinv_16               20
a2111oi_2                8
nand2_1                  7
clkbuf_16              109
nand3b_1                 7
nor3_1                  55
a22o_1                  53
mux2i_1                160
edfxtp_1              1024
a21oi_1                  8
nor2_4                  33
mux2_2                  33
buf_12                  28
mux4_2                 465
o22ai_1                105
clkdlybuf4s50_1        104
buf_4                  107
inv_1                 1043
a2111oi_0               47
clkinvlp_2              34
nor2b_1                 11
==> cell type report <==
class | count | area (um2) | share of cell area, %
sequential | 1024 | 30750 | 52.84
multi-input combinational | 1071 | 15550 | 26.73
clock inverter | 1105 | 4751 | 8.164
clock buffer | 109 | 2728 | 4.687
timing repair buffer | 246 | 2482 | 4.266
tap | 1524 | 1907 | 3.277
inverter | 3 | 11.26 | 0.01935
antenna | 3 | 7.507 | 0.01290
==> final timing paths <==
kind	end	slack, ns	cells after the start
setup / recovery	rd_data2[5]	0.23	5
hold / removal	rd_data2[12]	5.80	4
==> timing repair <==
action / 4_1_cts / 5_1_grt
setup endpoints to repair: 0 / 1
gates resized: 0 / 1
buffers inserted: 0 / 0
Power and IR drop assume default switching activity.
