==> flow/design.v <==
module adder #(parameter WIDTH = 32) (
    input       [WIDTH-1:0] a, b,
    output      [WIDTH-1:0] sum
);
assign sum = a + b;
endmodule
module alu #(parameter WIDTH = 32) (
    input [WIDTH-1:0] a, b,
    input [2:0] ALUControl,
    output reg [WIDTH-1:0] Result,
    output Zero,
    input funct7b6, funct3_bit
);
always @(*) begin
    case(ALUControl)
        3'b000: Result = a + b;  
        3'b001: Result = a - b;  
        3'b010: Result = a & b;  
        3'b011: Result = a | b;  
        3'b100: Result = a << b[4:0];  
        3'b101: begin case (funct3_bit)
            1'b0:begin 
                if(a[31]!= b[31]) Result = a[31] ?1:0; 
                else Result = (a < b) ? 1:0;
            end 
            1'b1: Result <= (a < {20'b0, b[11:0]}) ? 1 : 0;  
                endcase
                end
        3'b110: begin
            if(funct7b6) Result = a >> b[4:0];  
            else Result = a >>> b[4:0];  
        end
        3'b111: Result = a ^ b;  
        default: Result = 32'bx;
    endcase
end
assign Zero = (Result == 0)?1:0;
endmodule
module branching_unit (
    input ALUR31,Zero,
    input [2:0] funct3,
    output reg Takebranch
);
    always @(*) begin
        case(funct3)
		  3'b000: Takebranch =Zero; 
		  3'b001: Takebranch =!Zero; 
		  3'b111: Takebranch =!ALUR31; 
		  3'b101: Takebranch =!ALUR31; 
		  3'b100: Takebranch =ALUR31; 
		  3'b110: Takebranch =ALUR31; 
          default:Takebranch = 0;
        endcase
    end
endmodule
module demux2 #(
    parameter width = 32
) (
    input [width-1:0] in,
    input sel,
    output  [width-1:0] out0,
    output  [width-1:0] out1
);
assign out0 = (sel==1'b0) ? in : {width{1'b0}};
assign out1 = (sel==1'b1) ? in : {width{1'b0}};
endmodule
module alu_mul #(parameter N = 4) (
    input [N-1:0] a, b,
    input sel,
    output reg [N-1:0] y
);
    always @(*) begin
        if(sel) begin
            y <= a - b;
        end
        else begin
            y <= a + b;
        end
    end
endmodule
module multiplier_top #(parameter N = 16) (
    input clk, start,
    input [N-1:0] data_M, data_Q,
    output [2*N-1:0] data_out,
    output done
);
wire ldA, clrA, sftA, ldQ, clrQ, sftQ, ldM, clrff, add_sub, ldC, dec, q0, qm1, eqz, enf;
datapath #(N) dp(clk, ldA, clrA, sftA, ldQ, clrQ, sftQ, ldM, clrff, add_sub, ldC, dec, enf, q0, qm1, eqz, data_M, data_Q, data_out);
controller_mul c(clk, ldA, clrA, sftA, ldQ, clrQ, sftQ, ldM, clrff, add_sub, ldC, dec, enf, q0, qm1, eqz, start, done);
endmodule
module controller_mul (
    input clk,
    output reg ldA,clrA,sftA,ldQ,clrQ,sftQ,ldM,clrff,add_sub,ldC,dec,enf,
    input q0,qm1,eqz,start,
    output reg done
);
parameter S0 =3'b000, S1 =3'b001, S2 =3'b010, S3 =3'b011, S4 =3'b100, S5 =3'b101, S6 =3'b110;
reg [2:0] state;
always @(posedge clk) begin
    case (state)
        S0: if(start) state<=S1;
        S1: state<=S2;
        S2:  begin  if({q0,qm1}==2'b01) state<=S3;
            else if({q0,qm1}==2'b10) state<=S4;
            else state<=S5;
        end
        S3: state<=S5;
        S4: state<=S5;
        S5:  begin  if({q0,qm1}==2'b01 && !eqz) state<=S3;
            else if({q0,qm1}==2'b10 && !eqz) state<=S4;
            else if(eqz) state<=S6;
        end
        S6: state<=S0   ;
        default: state<= S0;
    endcase
end
always @(state) begin
    case (state)
        S0: begin
            ldA=0;clrA=0;sftA=0;ldQ=0;clrQ=0;sftQ=0;ldM=0;clrff=0;add_sub=0;ldC=0;dec=0;done=0;enf=0;
        end 
        S1: begin
            clrA=1;clrff=1;ldC=1;ldM=1;ldQ=1;
        end
        S2: begin
            clrA=0;clrff=0;ldC=0;ldQ=0;ldM=0;
        end
        S3: begin
            ldA=1;ldQ =0;add_sub=0;sftA=0;sftQ=0;dec=0;clrff=0;enf=0;
        end
        S4: begin
            ldA=1;ldQ =0;add_sub=1;sftA=0;sftQ=0;dec=0;clrff=0;enf=0;
        end
        S5: begin
            sftA=1;sftQ=1;ldA=0;ldQ=0;dec=1;clrff=0;enf=1;
        end
        S6: begin
            done=1;ldA=0;clrA=0;sftA=0;ldQ=0;clrQ=0;sftQ=0;ldM=0;clrff=0;add_sub=0;ldC=0;dec=0;enf=0;
        end
        default: begin ldA=0;clrA=0;sftA=0;ldQ=0;clrQ=0;sftQ=0;ldM=0;clrff=0;add_sub=0;ldC=0;dec=0;done=0;enf=0; end
    endcase
end
endmodule
module counter #(parameter N = 4) (
    input clk, ld, dec,
    output reg [N-1:0] data_out
);
    always @(posedge clk) begin
        if(ld) data_out <= N;
        else if(dec) data_out <= data_out - 1;
    end
endmodule
module datapath #(parameter N = 4) (
    input clk, ldA, clrA, sftA, ldQ, clrQ, sftQ, ldM, clrff, add_sub, ldC, dec, enf,
    output reg q0, qm1,
    output eqz,
    input [N-1:0] data_M, data_Q,
    output [2*N-1:0] data_out
);
wire [N-1:0] M, Q, A, Z;
wire [N-1:0] counter;
assign eqz = (counter == 0) ? 1 : 0;
assign data_out = {A, Q};
always @(posedge clk) begin
    q0 <= Q[0];
    qm1 <= Qm1;
end
shiftreg #(N) sA(clk, sftA, clrA, ldA, A[N-1], Z, A);
shiftreg #(N) sQ(clk, sftQ, clrQ, ldQ, A[0], data_Q, Q);
pipo #(N) m(clk, ldM, data_M, M);
alu_mul #(N) a(A, M, add_sub, Z);
dff qms1(clk, clrff, enf, q0, Qm1);
counter #(N) c(clk, ldC, dec, counter);
endmodule
module dff (
    input clk,clr,en,
    input d,
    output reg q
);
    always @(posedge clk) begin
        if(clr) q <= 0;
        else if(en)
            q <= d;
    end
endmodule
module pipo #(parameter N = 4) (
    input clk, ld,
    input [N-1:0] data_in,
    output reg [N-1:0] data_out
);
    always @(posedge clk) begin
        if(ld) begin
            data_out <= data_in;
        end
    end
endmodule
module shiftreg #(parameter N = 4) (
    input clk, sft, clr, ld, s_in,
    input [N-1:0] data_in,
    output reg [N-1:0] data_out
);
always @(posedge clk) begin
    if(clr) begin
        data_out <= {N{1'b0}};
    end
    else if(ld) begin
        data_out <= data_in;
    end
    else if(sft) begin
        data_out <= {s_in, data_out[N-1:1]};
    end
end
endmodule
module mux2 #(parameter WIDTH = 32) (
    input       [WIDTH-1:0] d0, d1,
    input       sel,
    output      [WIDTH-1:0] y
);
assign y = sel ? d1 : d0;
endmodule
module mux4 #(parameter WIDTH = 32) (
    input       [WIDTH-1:0] d0, d1, d2, d3,
    input       [1:0] sel,
    output      [WIDTH-1:0] y
);
assign y = (sel == 2'b00) ? d0 :
           (sel == 2'b01) ? d1 :
           (sel == 2'b10) ? d2 :
                            d3;
endmodule
module predict_handler (
    input Predicted,
    input Actual,
    input branch,
    input jump,
    output Eval_branch,
    output Target_sel,
    output Prediction_Correct
);
assign Eval_branch = ((Predicted != Actual) && (jump | branch) ) ? 1'b1: 1'b0;
assign Target_sel = (~Predicted & Actual) ? 0 : 1;
assign Prediction_Correct = ((Predicted == Actual) && (jump | branch)  ) ? 1'b1 : 1'b0;
endmodule
module execute_cycle (
    input clk,rst,
    input [31:0] InstrE,RD1_E,RD2_E,PCE,ImmExtE,PCPlus4E,
    input [4:0] RdE,
    input  RegWriteE,MemWriteE,JumpE,Jalr,BranchE,ALUSrcE,
    input [2:0] ALUControlE,
    input [1:0] ResultSrcE,
    input mul_switch,start_mul,
    output [31:0] PCTargetE,WriteDataM,ALUResultM,PCPlus4M,InstrM,
    output [4:0] RdM,
    output RegWriteM,MemWriteM,
    output [1:0] ResultSrcM,
    output PCSrcE,
    input [1:0] ForwardAE,ForwardBE,
    input [31:0] ResultW,
    input luauE,
    output [31:0] AuLu_ResultM,
    input Predict_branchE,
    output Eval_branch,
    output Prediction_Correct,
    output StateUpdateEnable,
    output done_mul
);
wire [31:0] SrcBE,SrcBE_F;
wire Takebranch,Zero,Target_sel;
wire [31:0] ALUResultE;
wire [31:0] SrcAE,auipcadderout,AuLu_ResultE,PCTargetE_w;
wire [31:0] SrcAE_alu,SrcBE_alu,SrcAE_mul,SrcBE_mul;
wire [31:0] mul_res,ALUResultE_pre;
wire mul_switch,done_mul;
reg [31:0] ALUResultE_r,WriteDataE_r,PCPlus4E_r,InstrE_r,AuLu_ResultE_r;
reg [4:0] RdE_r;
reg RegWriteE_r,MemWriteE_r;
reg [1:0] ResultSrcE_r;
mux2 srcmux(SrcBE,ImmExtE,ALUSrcE,SrcBE_F);
alu alu_main(SrcAE_alu,SrcBE_alu,ALUControlE,ALUResultE_pre,Zero,InstrE[30],InstrE[12]);
branching_unit bu(ALUResultE[31],Zero,InstrE[14:12],Takebranch);
adder pctarget(PCE,ImmExtE,PCTargetE_w);
adder auipcadder(PCE,ImmExtE,auipcadderout);
mux2 auipcluimux(auipcadderout,ImmExtE,luauE,AuLu_ResultE);
mux4 forwarda(RD1_E,ResultW,ALUResultM,32'b0,ForwardAE,SrcAE);
mux4 forwardb(RD2_E,ResultW,ALUResultM,32'b0,ForwardBE,SrcBE);
predict_handler ph(Predict_branchE,PCSrcE,BranchE,JumpE,Eval_branch,Target_sel,Prediction_Correct);
mux2 target_selmux(PCTargetE_w,PCPlus4E,Target_sel,PCTargetE);
demux2 mul_mux1(SrcAE,mul_switch,SrcAE_alu,SrcAE_mul);
demux2 mul_mux2(SrcBE_F,mul_switch,SrcBE_alu,SrcBE_mul);
multiplier_top mul(clk,start_mul,SrcAE_mul,SrcBE_mul,mul_res,done);
mux2 mul_alu_mux(ALUResultE_pre,mul_res,mul_switch,ALUResultE);
assign StateUpdateEnable = BranchE | JumpE;
assign PCSrcE = ((Takebranch & BranchE) | JumpE);
always @(posedge clk or posedge rst) begin
    if(rst==1'b1) begin
        ALUResultE_r <= 0;
        WriteDataE_r <= 0;
        PCPlus4E_r <= 0;
        RdE_r <= 0;
        RegWriteE_r <= 0;
        MemWriteE_r <= 0;
        ResultSrcE_r <= 0;
        InstrE_r <= 0;
        AuLu_ResultE_r <= 0;
    end
    else begin
        ALUResultE_r <= ALUResultE;
        WriteDataE_r <= SrcBE;
        PCPlus4E_r <= PCPlus4E;
        RdE_r <= RdE;
        RegWriteE_r <= RegWriteE;
        MemWriteE_r <= MemWriteE;
        ResultSrcE_r <= ResultSrcE;
        InstrE_r <= InstrE;
        AuLu_ResultE_r <= AuLu_ResultE;
    end
end
assign ALUResultM = ALUResultE_r;
assign PCPlus4M = PCPlus4E_r;
assign WriteDataM = WriteDataE_r;
assign RdM = RdE_r;
assign RegWriteM = RegWriteE_r;
assign MemWriteM = MemWriteE_r;
assign ResultSrcM = ResultSrcE_r;
assign InstrM = InstrE_r;
assign AuLu_ResultM = AuLu_ResultE_r;
endmodule
==> flow/run.sh <==
#!/bin/bash
# OpenROAD 26Q1-2900-gdf79404cd8, Yosys 0.63+post, stock flow scripts
make -C /OpenROAD-flow-scripts/flow DESIGN_CONFIG=/design/flow/config.mk WORK_HOME=/design/flow/orfs finish
==> flow/config.mk <==
export PLATFORM = sky130hd
export DESIGN_NAME = execute_cycle
export DESIGN_NICKNAME = execute_cycle
export VERILOG_FILES = /design/flow/design.v
export SDC_FILE = /design/flow/constraint.sdc
export NUM_CORES = 4
export LEC_CHECK = 1
export CORE_UTILIZATION = 30
==> flow/constraint.sdc <==
current_design execute_cycle

set clk_period 36.7
set clk_io_pct 0.2

create_clock -name clk0 -period $clk_period [get_ports {clk}]

set non_clock_inputs [all_inputs -no_clocks]
set_input_delay [expr $clk_period * $clk_io_pct] -clock clk0 $non_clock_inputs
set_output_delay [expr $clk_period * $clk_io_pct] -clock clk0 [all_outputs]
==> reports/results.ini <==
[outcome]
outcome=complete, no violations

[clocking]
cts_hold_buffers=0
root_buffer=clkbuf_16
cts_tree=done
h-tree-depth=1
cts-buffers-inserted=28
clk_path_buf_depth=3
insertion_delay_ns=0.62
clkTransAtPathRegs_ns=0.06
post-cts-setup-buffers=0
post_cts_resized=0

[power_and_ir_drop]
power_uw=1420
pwr_density_cell_nw_per_um2=48.5
leakagePower_uw=0.0120
ir_worst_vdd_mv=0.0567

[logic_synthesis]
flop_cell=dfrtp_1
yosys.cell_types.count=100
ys_async_sr_fraction_pct=69.5
edf_count=35
yosysMostFrequentCell=nor2_1
synth-seq-cells=243
ys_cells=2781
yosys-stat-area_um2=22300
yosysWarnings=15
top_cells_by_count=nor2_1 (284), nand2_1 (243), a21oi_1 (189)
top_cell_area_share_pct=18.9
synthTopCellsByArea=dfrtp_1 (19%), ha_1 (8.2%), mux2i_1 (5.3%)
yosysTopAreaCell=dfrtp_1
synth_area_per_cell_um2=8.03
netlist_instances=2781
synth_area_um2=22300

[setup_path]
required_ns=29.36
crit_arrival_ns=16.17
crit_fanout=55
crit_type=in -> out
end_kind=output pin
start_kind=primary input

[detailed_routing]
drt_first_pass_iters=28
via_per_inst=5.85
wl_um=121000
wl_per_cell_um=29.0
drt_iter0_drc=2421
vias=24400
drtAntennaViolNets=0
drc=0

[floorplanning]
core_area_um2=73300
pin_count=456
fp_util_pct=30.5
die_h_um=275
core.rowCount=99
die-width_um=275
chipArea_um2=75500

[placement]
port_buffers=453
gp_congestion=1.11
pre_cts_slack_ns=13.48
dp_hpwl_um=96300

[final_timing]
slew_headroom_pct=35.0
finalClockSkew_ns=0.0488
setup_viol=0
period_used_pct=64.1
unclocked_pins=4
drv_slew=0
rsz0062_at_grt=false
worst_slew_pin_slew_ns=0.964
max_freq_mhz=42.5
final_hold_viol_count=0
worst_slack_ns=13.19
untimed_endpoints=20
fin_crit_ns=23.51
setup_tns_ns=0

[worst_hold_path]
min_path_type=reg -> reg

[global_routing]
antenna_found_initial=12
grt_pass1_wl_um=169000
grt_pass1_vias=23000
gr-total-overflow=0
grt.total_usage_pct=32.2
grt_max_degree=67

[layout]
drive_gt1_share_pct=9.32
syn_to_final_growth_pct=30.6
fin_util_pct=39.8

[job]
maxCapViolCount=0
warnings=90

-- placed cells by master, fill, tap and decap left out, drive strengths merged, types with 35 or more instances in the layout --
cell type,count
a211oi,75
a21o,38
a21oi,189
buf,117
clkbuf,36
clkdlybuf4s50,444
dfrtp,169
dfxtp,35
edfxtp,35
ha,146
inv,152
mux2,83
mux2i,118
nand2,245
nand3,59
nor2,284
nor3,79
o211ai,41
o21ai,179
o22ai,37
xnor2,64
-- kinds of logic (layout without fill, tap and decap cells) --
family,count (synthesis),count (layout),share of synthesized area [%]
multiplexers,203,203,9.67
XOR/XNOR,88,88,3.45
adder cells (fa/ha/maj),149,149,8.45
other,1,4,0.0168
latches,4,4,0.269
flip-flops,239,239,26.8
buffers and inverters,337,763,6.19
AND-OR/OR-AND,875,875,26.6
AND/OR/NAND/NOR,885,885,18.6
-- layout make-up --
type                       instances  area (um^2)
antenna                            3         7.51
clock buffer                      36          783
clock inverter                    16          315
fill                            7506        44200
inverter                         150          571
multi-input combinational       2201        14900
sequential                       243         6040
tap                              959         1200
timing repair buffer             561         5300
-- critical path: stages --
cell	delay [ns]
buf_2	0.10
buf_4	0.30
or2_0	0.53
o221ai_4	0.29
buf_4	0.57
nand2_1	0.29
clkinv_1	0.18
buf_4	0.24
ha_1	0.34
fa_1	0.28
nand2b_1	0.09
a221oi_1	0.52
o311a_1	0.26
o2111a_1	0.26
nor3_1	0.11
o31ai_1	0.58
a2111o_1	0.25
a31oi_1	0.13
a211oi_1	0.80
and4_1	0.30
nand4_1	0.18
o2111a_1	0.29
nand2_1	0.21
ha_1	0.39
buf_4	0.43
mux2_2	0.40
clkdlybuf4s50_1	0.44
-- state kept, by name, indices dropped and copies added, names as in the netlist, 2 cells and up --
register            count
mul.dp.m.data_out      16
mul.dp.sQ.data_out     16
mul.c.state             3
InstrE_r               32
mul.dp.sA.data_out     16
PCPlus4E_r             32
WriteDataE_r           32
ALUResultE_r           32
AuLu_ResultE_r         32
RdE_r                   5
mul.dp.c.data_out      16
ResultSrcE_r            2
-- layer usage --
metal / share of wire (%) / global-route usage (%)
met1: 42 / 46.0
met2: 43 / 47.1
met3: 12 / 10.2
met4: 3.6 / 9.49
met5: 0.028 / 0
-- final timing paths --
kind | from | slack [ns] | depth (start not counted) | end
min reg2reg | mul.dp.qms1.q | 0.35 | 0 | mul.dp.qm1
min | mul.dp.qms1.q | 0.35 | 0 | mul.dp.qm1
max in group asynchronous | rst | 28.38 | 3 | AuLu_ResultE_r[26]
min in group asynchronous | rst | 7.18 | 2 | AuLu_ResultE_r[1]
max | ALUSrcE | 13.19 | 27 | PCTargetE[7]
max reg2reg | ALUResultE_r[0] | 30.52 | 18 | ALUResultE_r[20]
-- power by group --
| part | internal, uW | total (uW) | switching (uW) | leakage, uW |
|---|---|---|---|---|
| combinational | 282 | 683 | 401 | 0.00875 |
| clock | 208 | 336 | 127 | 0.000537 |
| sequential | 337 | 396 | 59.2 | 0.00268 |
| total | 828 | 1420 | 587 | 0.0120 |
-- stage by stage --
step           instance area [um^2]  std cells  hold WS (ns)
2_1_floorplan                 22300       2781         0.330
3_5_place_dp                  28100       4114         0.338
6_report                      29200       4169         0.353
4_1_cts                       29200       4166         0.352
3_3_place_gp                  28100       4114         0.334
5_1_grt                       29200       4166         0.362
Power and IR drop assume default switching activity.
