==> design/flow/run.sh <==
#!/bin/bash
# OpenROAD 26Q1-2900-gdf79404cd8, Yosys 0.63+post, stock flow scripts
make -C /OpenROAD-flow-scripts/flow DESIGN_CONFIG=/design/flow/config.mk WORK_HOME=/design/flow/orfs finish
==> design/flow/config.mk <==
export PLATFORM = sky130hd
export DESIGN_NAME = memory_cycle
export DESIGN_NICKNAME = memory_cycle
export VERILOG_FILES = /design/flow/design.v
export SDC_FILE = /design/flow/constraint.sdc
export NUM_CORES = 4
export LEC_CHECK = 1
export CORE_UTILIZATION = 30
export SYNTH_MEMORY_MAX_BITS = 65536
==> design/flow/constraint.sdc <==
current_design memory_cycle

set clk_period 1.0
set clk_io_pct 0.2

create_clock -name clk0 -period $clk_period [get_ports {clk}]

set non_clock_inputs [all_inputs -no_clocks]
set_input_delay [expr $clk_period * $clk_io_pct] -clock clk0 $non_clock_inputs
set_output_delay [expr $clk_period * $clk_io_pct] -clock clk0 [all_outputs]
==> design/flow/design.v <==
module data_mem #(
    parameter DATA_WIDTH = 32,ADDR_WIDTH = 32,MEM_SIZE = 256
) (
    input clk,wr_en,
    input [2:0] funct3,
    input [ADDR_WIDTH-1:0] wr_addr,
    input [DATA_WIDTH-1:0] wr_data,
    output reg [DATA_WIDTH-1:0] rd_data_mem
);
reg [DATA_WIDTH-1:0] data_ram[0:MEM_SIZE-1];
wire [ADDR_WIDTH-1:0] word_addr = wr_addr[ADDR_WIDTH-1:2] % 64;
always @(posedge clk) begin
    if (wr_en) begin
        case (funct3)
            3'b000:   begin 
                data_ram[word_addr][7:0] <= wr_data[7:0];
            end
            3'b001: begin 
                data_ram[word_addr][15:0] <= wr_data[15:0];
            end
            3'b010:   begin 
                data_ram[word_addr] <= wr_data;
            end
        endcase 
        end
        end
always @(*) begin
    case (funct3)
        3'b000:rd_data_mem = {{24{data_ram[word_addr][7]}},data_ram[word_addr][7:0]};
        3'b001:rd_data_mem = {{16{data_ram[word_addr][15]}},data_ram[word_addr][15:0]};
        3'b010:rd_data_mem = data_ram[word_addr];
        3'b100:rd_data_mem = {24'b0,data_ram[word_addr][7:0]};
        3'b101:rd_data_mem = {16'b0,data_ram[word_addr][15:0]};
    endcase
end
endmodule    
module memory_cycle (
    input clk,rst,RegWriteM,MemWriteM,
    input [1:0] ResultSrcM,
    input [31:0] WriteDataM,ALUResultM,PCPlus4M,InstrM,
    input [4:0] RdM,
    output RegWriteW,
    output [1:0] ResultSrcW,
    output [31:0] ReadDataW,ALUResultW,PCPlus4W,
    output [4:0] RdW,
    input [31:0] AuLu_ResultM,
    output [31:0] AuLu_ResultW
    );
wire [31:0] ReadDataM;
reg [31:0] ReadDataW_r,ALUResultW_r,PCPlus4W_r,AuLu_ResultW_r;
reg [4:0] RdW_r;
reg RegWriteW_r;
reg [1:0] ResultSrcW_r;
data_mem dm(clk,MemWriteM,InstrM[14:12],ALUResultM,WriteDataM,ReadDataM);
always @(posedge clk or posedge rst) begin
    if(rst==1'b1)begin
        ReadDataW_r <= 32'b0;
        ALUResultW_r <= 32'b0;
        PCPlus4W_r <= 32'b0;
        RdW_r <= 5'b0;
        RegWriteW_r <= 1'b0;
        ResultSrcW_r <= 2'b00;
        AuLu_ResultW_r <= 32'b0;
    end
    else begin
        ReadDataW_r <= ReadDataM;
        ALUResultW_r <= ALUResultM;
        PCPlus4W_r <= PCPlus4M;
        RdW_r <= RdM;
        RegWriteW_r <= RegWriteM;
        ResultSrcW_r <= ResultSrcM;
        AuLu_ResultW_r <= AuLu_ResultM;
    end
end
assign ReadDataW = ReadDataW_r;
assign ALUResultW = ALUResultW_r;
assign PCPlus4W = PCPlus4W_r;
assign RdW = RdW_r;
assign RegWriteW = RegWriteW_r;
assign ResultSrcW = ResultSrcW_r;
assign AuLu_ResultW = AuLu_ResultW_r;
endmodule
==> impl_metrics.json <==
{
  "outcome": "complete, but fails checks",
  "failed_checks": "hold timing, setup timing",
  "die_area_um2": 279000,
  "start_kind": "flip-flop",
  "gp_congestion": 0.930,
  "fin_setup_tns_ps": -67530,
  "yosysChipArea_um2": 83100,
  "clock_power_share_pct": 40.5,
  "path_class": "reg2out",
  "worstPathArrival_ps": 1420,
  "die_x_um": 528,
  "power_switching_uw": 40100,
  "crit_chain": "buf_2",
  "p_per_area_nw_per_um2": 1820,
  "clk_path_buf_depth": 3,
  "setup_viol": 136,
  "maxCapViolCount": 0,
  "detail-route-antenna-nets": 0,
  "io_buffers": 277,
  "hold_end": "dm.data_ram[23][14]$_DFFE_PP_",
  "synth_cells": 3692,
  "post-route-util_pct": 37.8,
  "regArea_um2": 65400,
  "grt_usage_pct": 17.1,
  "dr.pass1.iters": 6,
  "hold_path_class": "in2reg",
  "power.leakage_uw": 0.0334,
  "grt_antenna_before_repair": 7,
  "htree_num_levels": 4,
  "slew_headroom_pct": 37.2,
  "synthArstFlopShare_pct": 6.14,
  "ios": 307,
  "yosysUniqueCellTypes": 38,
  "rows": 192,
  "netlist_area_um2": 83100,
  "top_logic_kind": "multiplexers",
  "ys_sh_xor_pct": 0.0105,
  "post-route-min-period_ps": 1620,
  "crit_buf_inv": 1,
  "ys_sh_mux_pct": 16.7,
  "aoi_share_pct": 1.44,
  "report.final.slew_viol_count": 0,
  "fin_ws_ps": -619,
  "required_ps": 800,
  "fmax_ghz": 0.618,
  "final_cells": 8377,
  "rsz0062_at_grt": "true",
  "grt_pass1_vias": 45300,
  "power_uw": 188000,
  "simple_gate_share_pct": 2.06,
  "unclocked_pins": 32,
  "min_from": "WriteDataM[14]",
  "switching_share_pct": 21.3,
  "cts_tree": "built",
  "cts_hold_buf": 133,
  "hold_violations": 173,
  "worst_pin_slew_ps": 938,
  "cts_root_buffer": "clkbuf_16",
  "clkTransAtPathRegs_ps": 60,
  "tool_warnings": 60,
  "period_used_pct": 162,
  "wl_um": 221000,
  "mi_logic_area_um2": 18000,
  "untimed_endpoints": 64,
  "combPwrFrac_pct": 6.1,
  "dr_total_vias": 40700,
  "ys_cells": 3692,
  "critPathMaxFanout": 1,
  "dp_cells": 7852,
  "edf_count": 2048,
  "cts_buffers": 207,
  "internal-power_uw": 148000,
  "wl_per_cell_um": 26.4,
  "fill_cells": 24200,
  "hold_slack_ps": -140,
  "grt_start_max_net_pins": 65,
  "ys.flop_type": "edfxtp_1",
  "hold_path_depth": 2,
  "path_delay_family": "flip-flops",
  "syn_to_final_growth_pct": 24.9,
  "via_per_inst": 4.86,
  "yosys_warnings": 2,
  "core_um2": 275000,
  "max_stage_delay_ps": 450,
  "grt_first_pass_wirelength_um": 318000,
  "ys_sh_adder_pct": 0,
  "end_kind": "primary output",
  "dpl.hpwl_um": 145000,
  "drive_gt1_share_pct": 35.6,
  "yosysTopAreaCellShare_pct": 74.0,
  "crit_path_top_delay_cell": "dfrtp_1",
  "yosysTopAreaCell": "edfxtp_1",
  "overflow": 0,
  "die_h_um": 528,
  "initCoreUtil_pct": 30.3,
  "drc": 0,
  "pwr-share-seq_pct": 53.4,
  "synth_flop_count": 2216,
  "postSynthAreaPerCell_um2": 22.5,
  "drt_iter0_markers": 2702,
  "vdd_ir_drop_max_uv": 1730,
  "synthTopCellsByArea": "edfxtp_1 74%, mux4_2 15%, dfrtp_1 4.1%"
}
-- what timing repair did --
action | in CTS | in global routing
pin swaps | 2 | 6
setup buffers | 1 | 5
endpoints found under the hold margin | 2274 | 200
resized | 435 | 39
setup endpoints to repair | 2184 | 1151
cloned | 0 | 5
-- synth_stat cells (26+ instances only) --
cell	number
a21oi_1	26
a22oi_1	49
buf_1	38
buf_2	82
clkbuf_1	82
dfrtp_1	136
dlxtn_1	32
edfxtp_1	2048
mux2i_1	138
mux4_2	553
nand2_1	92
nand3_1	49
nor2_1	203
-- cells in the final DEF, fill, tap and decap left out, types with 23 or more instances in the layout --
cell	synthesis	routed
edfxtp_1	2048	2048
mux4_2	553	553
clkbuf_16	0	216
buf_12	0	212
buf_4	7	195
buf_2	82	165
mux2i_1	138	138
dfrtp_1	136	133
dlygate4sd3_1	0	132
nor2_4	0	114
clkdlybuf4s50_1	0	99
nand2_1	92	72
nor2_2	0	66
clkbuf_1	82	50
a22oi_1	49	49
nand3_1	49	44
clkinv_2	0	43
clkinv_1	0	35
dlxtn_1	32	32
a21oi_1	26	24
nor2_1	203	23
-- metrics by stage --
step | hold WS, ps | worst slack (ps) | cell area, um^2
finish | -140 | -619 | 104000
global route | -149 | -689 | 104000
CTS | -159 | -703 | 103000
detailed placement | 444 | -1350 | 96100
global placement | 450 | -1370 | 96100
floorplan | 231 | -1190 | 84400
-- per-layer routing --
metal	routed length, um	vias up	GRT usage (%)
met3	40600	324	14.1
met4	5800	10	3.46
li1	-	17100	-
met1	72100	20500	19.3
met2	102000	2791	25.2
met5	373	-	0.623
-- registers in the layout (all words and copies together), names as in the netlist --
signal	cells
ALUResultW_r	32
ResultSrcW_r	2
AuLu_ResultW_r	32
dm.data_ram	2048
RdW_r	5
RegWriteW_r	1
PCPlus4W_r	32
dm.rd_data_mem	32
ReadDataW_r	32
-- final cells by class --
type | count | share of cell area (%)
sequential | 2216 | 63.0
multi-input combinational | 1262 | 17.3
timing repair buffer | 824 | 8.81
clock buffer | 267 | 5.35
tap | 3686 | 4.44
clock inverter | 116 | 1.02
inverter | 3 | 0.0145
antenna | 3 | 0.00724
-- kinds of logic after synthesis --
logic type,count (synthesis)
buffers and inverters,214
AOI/OAI and AO/OA,169
xor gates and xnor gates,1
and+or+nand+nor,401
muxes,691
DFF,2184
latches,32
-- worst max path at each step --
stage | start | end | slack (ps) | depth (start not counted)
4_1_cts | ALUResultW_r[4]$_DFF_PP0_ | ALUResultW[4] | -700 | 1
5_1_grt | ALUResultW_r[14]$_DFF_PP0_ | ALUResultW[14] | -690 | 1
6_report | PCPlus4W_r[24]$_DFF_PP0_ | PCPlus4W[24] | -620 | 1
-- power by group through the flow --
stage	sequential (uW)	clock, uW	combinational, uW
after CTS	101000	78000	11500
after global routing	101000	81400	12200
final	101000	76300	11400
Power figures rest on the tool's default switching activity, not on a simulated workload.
